==> /design/flow/design.v <==
`timescale 1ns / 1ps
module ALU(
    input [31:0] srcA,
    input [31:0] srcB,
    input [3:0] alu_fun,
    output logic [31:0] result
    );
    always_comb begin
        case (alu_fun)
            4'b0000: result = srcA + srcB;
            4'b1000: result = srcA - srcB;
            4'b0110: result = srcA | srcB;
            4'b0111: result = srcA & srcB;
            4'b0100: result = srcA ^ srcB;
            4'b0101: result = srcA >> srcB[4:0];
            4'b0001: result = srcA << srcB[4:0];
            4'b1101: result = $signed(srcA) >>> srcB[4:0];
            4'b0010: begin
                if ( $signed(srcA) < $signed(srcB) )
                    result = 32'd1;
                else 
                    result = 32'd0;
            end
            4'b0011: begin
                if ( srcA < srcB )
                    result = 32'd1;
                else 
                    result = 32'd0;
            end
            4'b1001: result = srcA;
            default: result = 32'd42;
        endcase
    end
endmodule
==> /design/flow/run.sh <==
#!/bin/bash
# OpenROAD 26Q1-2900-gdf79404cd8, Yosys 0.63+post, stock flow scripts
make -C /OpenROAD-flow-scripts/flow DESIGN_CONFIG=/design/flow/config.mk WORK_HOME=/design/flow/orfs finish
==> /design/flow/config.mk <==
export PLATFORM = sky130hd
export DESIGN_NAME = ALU
export DESIGN_NICKNAME = ALU
export VERILOG_FILES = /design/flow/design.v
export SDC_FILE = /design/flow/constraint.sdc
export NUM_CORES = 4
export LEC_CHECK = 1
export CORE_UTILIZATION = 40
==> /design/flow/constraint.sdc <==
current_design ALU

set clk_period 15.9
set clk_io_pct 0.2

create_clock -name clk0 -period $clk_period

set non_clock_inputs [all_inputs -no_clocks]
set_input_delay [expr $clk_period * $clk_io_pct] -clock clk0 $non_clock_inputs
set_output_delay [expr $clk_period * $clk_io_pct] -clock clk0 [all_outputs]
==> ci_impl_report.md <==
## Synthesis and layout report

| Metric | Value |
|---|---|
| GR Util All Layers | `0.367` |
| Top cells by area | `ha_1, mux4_2, a21oi_1` |
| Register share after synthesis | `0` |
| FFs & Latches | `0` |
| Area leader, netlist | `ha_1` |
| Chip Height | `154 um` |
| Status | `finished, final reports clean` |
| DR iter-0 viols | `1235` |
| Tool warning count | `99` |
| Critical Path Start | `srcA[1]` |
| Initial antenna violation count | `1` |
| Endpoints failing hold | `0` |
| Warnings, synthesis | `1` |
| Fp_density | `0.407` |
| Pins over their slew limit | `0` |
| Die Wd | `154 um` |
| Placed cell count | `1663` |
| Overall power | `0.380 mW` |
| Area growth syn-to-layout | `11.9%` |
| Sum Neg Setup Slack | `0 ns` |
| Register area | `0 um2` |
| Mux frac, synth | `0.199` |
| Clkbuf count | `0` |
| Syn Area/Cell | `6.77 um2` |
| Final min period | `11.00 ns` |
| Average routed wire per standard cell | `25.9 um` |
| Area reported by Yosys stat | `9210 um2` |
| I/O Pins | `100` |
| Overflow after GRT | `0` |
| Post-CTS sizing | `0` |
| Diodes inserted | `0` |
| Wirelength, routed | `43000 um` |
| Simple Share, Synth | `0.186` |
| Reg power frac | `0` |
| Worst IR drop on VDD | `0.0000160 V` |
| Post-Place Cell Area | `10300 um2` |
| Setup Buffers After CTS | `0` |
| Max Cap Viol | `0` |
| Power Density | `36.9 nW/um2` |
| Core area | `22600 um2` |
| Synth cell types | `85` |
| Ys cells | `1361` |
| Slew margin rel. | `0.409` |
| Fmax | `0.0909 GHz` |
| Share of layout cells above drive strength 1 | `0.0893` |
| Worst Tran Pin Value | `0.881 ns` |
| Clk pwr share | `0` |
| Critical Path RT | `12.72 ns` |
| Internal power | `0.150 mW` |
| # DRC | `0` |
| Design Area, Final | `10300 um2` |
| Setup violations, final | `0` |
| Crit share post-route | `0.692` |
| Complex Gates by Area | `0.360` |
| DP HPWL | `33400 um` |
| Fa+ha+maj area frac | `0.139` |
| Hold Path Origin | `srcB[4]` |
| Worst-path maximum fanout | `12` |
| Final ANT Viol Nets | `0` |
| First-pass GRT wire length | `64700 um` |
| CP endpoint kind | `output pin` |
| Unrepaired setup endpoints after global routing | `false` |
| Fill cell count | `2368` |
| Port Buf Inserts | `100` |
| CP endpoint | `result[25]` |
| Switching part of the total | `0.606` |
| Rows | `55` |
| Critical path class | `in2out` |
| Chip area | `23600 um2` |
| RD Place Congestion | `1.02` |
| Largest net degree at the start of global routing | `61` |
| Setup WS post-layout | `4.90 ns` |
| DR vias | `11084` |
| Area fraction in xor and xnor cells | `0.0143` |
| Area leader share | `0.135` |
| Hold Path Depth | `6` |
| P_leak | `4.24 nW` |
| First-pass detailed-route iteration total | `6` |
| Netlist Area Pre-Place | `9210 um2` |
| Worst min path class | `in2out` |
| NetSw | `0.230 mW` |
| Vias in the first global route | `10229` |
| Post-CTS Hold Buffers | `0` |
| Vias per cell | `6.67` |
| Cells after Synth | `1361` |
| Worst endpoint data arrival time | `7.82 ns` |
| Setup WS pre-CTS | `5.01 ns` |
| Comb pwr share | `1.000` |
| CP startpoint kind | `primary input` |
| Final cell count without fillers | `1663` |
| Main logic family | `AND-OR/OR-AND gates` |
kinds of logic (layout without fill, tap and decap cells):
group           count (synthesis)  after routing
fa+ha+maj                     101            101
buf+inv                       235            252
mux                           126            126
compound gates                498            498
simple gates                  386            386
xor+xnor                       15             15
worst min path at each step:
stage,to,slack [ns]
finish,result[2],7.32
global route,result[2],7.31
CTS,result[2],7.29
power groups by stage:
stage                 Clock (mW)  Sequential (mW)  Combinational [mW]
final                          0                0               0.380
after global routing           0                0               0.407
after CTS                      0                0               0.371
layer usage:
layer / global-route usage / wire length, um / share of wire
met4: 0.103 / 1360 / 0.032
met2: 0.555 / 18700 / 0.44
met1: 0.538 / 19000 / 0.44
met5: 0 / 0 / 0
met3: 0.0663 / 3930 / 0.091
cell type report:
cell class                      instances  area [um2]  area share
Timing Repair Buffer                  132        1210       0.118
Inverter                              120         450      0.0437
Multi-Input combinational cell       1126        8280       0.804
Tap cell                              285         357      0.0346
placed cells by master, fill, tap and decap left out, types with 9 or more instances in the layout:
master,synthesis,final
nor2_1,138,137
a21oi_1,133,133
nand2_1,130,130
inv_1,115,115
o21ai_0,108,108
ha_1,99,99
clkdlybuf4s50_1,0,94
mux2i_1,62,62
mux4_2,44,44
buf_4,6,33
a22oi_1,31,31
o211ai_1,26,26
nor3_1,23,23
nand3_1,22,22
mux2_2,20,20
a211oi_1,17,17
a31oi_1,17,17
o31ai_1,15,15
xnor2_1,14,14
nand2b_1,12,12
nand4_1,11,11
o21a_1,10,10
nor4_1,11,10
a221oi_1,10,10
o21ai_1,9,9
Yosys cell counts, types with 20 or more instances:
library cell  instances
inv_1               115
clkbuf_1             80
nor3_1               23
mux2i_1              62
nand2_1             130
ha_1                 99
a22oi_1              31
a21oi_1             133
nor2_1              138
nand3_1              22
o211ai_1             26
mux4_2               44
o21ai_0             108
mux2_2               20
critical path, stage by stage:
cell             delay [ns]
clkdlybuf4s50_1        0.81
inv_1                  0.09
ha_1                   0.35
nor2_1                 0.08
o311ai_0               0.58
a31oi_1                0.31
a211oi_1               0.78
o31ai_1                0.23
a21boi_1               0.32
nor2_1                 0.11
a2111o_1               0.35
o211ai_1               0.11
clkdlybuf4s50_1        0.50
through the flow:
stage | utilization | hold slack (ns)
2_1_floorplan | - | 6.43
3_3_place_gp | 0.455 | 7.30
3_5_place_dp | 0.455 | 7.29
4_1_cts | 0.455 | 7.29
5_1_grt | 0.455 | 7.31
6_report | 0.455 | 7.32
Power is estimated from default activity; no workload was simulated.
