`/design/flow/config.mk`:
```
export PLATFORM = sky130hd
export DESIGN_NAME = REG_FILE
export DESIGN_NICKNAME = REG_FILE
export VERILOG_FILES = /design/flow/design.v
export SDC_FILE = /design/flow/constraint.sdc
export NUM_CORES = 4
export LEC_CHECK = 1
export CORE_UTILIZATION = 50
```
`/design/flow/constraint.sdc`:
```
current_design REG_FILE

set clk_period 10.0
set clk_io_pct 0.2

create_clock -name clk0 -period $clk_period [get_ports {clk}]

set non_clock_inputs [all_inputs -no_clocks]
set_input_delay [expr $clk_period * $clk_io_pct] -clock clk0 $non_clock_inputs
set_output_delay [expr $clk_period * $clk_io_pct] -clock clk0 [all_outputs]
```
`/design/flow/design.v`:
```
`timescale 1ns / 1ps
module REG_FILE(
    input [4:0] RF_ADR1,
    input [4:0] RF_ADR2,
    input RF_EN,
    input [4:0] RF_WA,
    input [31:0] RF_WD,
    input clk,
    output logic [31:0] RF_RS1,
    output logic [31:0] RF_RS2
    );
    logic [31:0] ram [0:31];
    initial begin
        int i;
        for (i = 0; i < 32; i = i + 1) begin
            ram[i] = 0;
        end
    end
    assign  RF_RS1 = ram[RF_ADR1];
    assign  RF_RS2 = ram[RF_ADR2];
    always @ (posedge clk) begin
        if (RF_EN) begin
            if (RF_WA != 1'd0) begin
                ram[RF_WA] <= RF_WD;
            end
        end
    end
endmodule
```
`/design/flow/run.sh`:
```
#!/bin/bash
# OpenROAD 26Q1-2900-gdf79404cd8, Yosys 0.63+post, stock flow scripts
make -C /OpenROAD-flow-scripts/flow DESIGN_CONFIG=/design/flow/config.mk WORK_HOME=/design/flow/orfs finish
```
==> insert_results.sql <==
-- generated from flow reports
INSERT INTO impl_metrics (metric_group, metric, value, unit) VALUES
('power_and_ir_drop', 'cellPowerDensity', '175', 'nW/µm²'),
('grt', 'grt_usage', '0.338', ''),
('critical_path', 'critical-path-max-stage-delay', '0.81', 'ns'),
('placed_design', 'dp_cells', '4661', ''),
('route', 'vias', '31100', ''),
('critical_path', 'cp_num_buf_inv', '3', ''),
('final_layout', 'final_cell_count_no_fill', '4853', ''),
('die', 'die_height', '314', 'µm'),
('cts', 'cts_tree', 'built', ''),
('cts', 'cts-resized-gates', '0', ''),
('die', 'core', '96700', 'µm²'),
('final_timing', 'tightestPinTransition', '0.985', 'ns'),
('flow_run', 'maxCapViolCount', '0', ''),
('logic_synthesis', 'postSynthCellCount', '3386', ''),
('cts', 'cts.path.max_buffers', '3', ''),
('final_timing', 'setup_repair_after_global_routing_missed_its_margin', 'no', ''),
('critical_path', 'cp.required', '8.00', 'ns'),
('critical_path', 'cpMostUsedCell', 'clkdlybuf4s50_1', ''),
('flow_run', 'warning_count', '28', ''),
('cts', 'cts.sink_count', '1024', ''),
('critical_path', 'timing_worst_setup_path_type', 'in2out', ''),
('cts', 'clock-root-buffer', 'clkbuf_16', ''),
('critical_path', 'timing.critical_path.cells', 'clkdlybuf4s50_1 -> and2_4 -> buf_4 -> a22o_1 -> nor3_1 -> a31oi_1 -> nand3_1 -> clkdlybuf4s50_1', ''),
('final_timing', 'fin_hold_ws', '2.15', 'ns'),
('logic_synthesis', 'synth_stat.cells', '3386', ''),
('route', 'vias_per_cell', '6.40', ''),
('logic_synthesis', 'netlist_area', '48800', 'µm²'),
('route', 'wl', '152000', 'µm'),
('final_layout', 'max_ffs_per_register', '1024', ''),
('logic_synthesis', 'syn-mean-instance-area', '14.4', 'µm²'),
('grt', 'grt_antenna_before_repair', '0', ''),
('critical_path', 'worst_path_dominant_cell_family', 'buffers and inverters', ''),
('route', 'drt-initial-drc-count', '2310', ''),
('route', 'drt_pre_antenna_iters', '5', ''),
('final_timing', 'final_clock_period_utilization_by_the_worst_path', '0.752', ''),
('final_timing', 'timing.fmax', '133', 'MHz'),
('final_timing', 'report.final.hold_viol_count', '0', ''),
('die', 'ioPinCount', '113', ''),
('final_timing', 'final_tally_of_max_slew_violations', '0', ''),
('logic_synthesis', 'ys_chip_area', '48800', 'µm²'),
('route', 'detail-route-antenna-nets', '0', ''),
('critical_path', 'worst_path_max_delay_cell', 'buf_4', ''),
('critical_path', 'timing.critical_path.to_type', 'primary output', ''),
('run_status', 'outcome', 'complete, no violations', ''),
('placed_design', 'detailedPlacementHpwl', '81900', 'µm'),
('cts', 'cts-hold-fix-buffers', '0', ''),
('grt', 'pin_count_of_the_biggest_net_entering_global_routing', '103', ''),
('grt', 'grt_pass1_wl', '217000', 'µm'),
('final_layout', 'reg_top3', 'ram (1024)', ''),
('final_timing', 'period_needed', '7.52', 'ns'),
('die', 'row_count', '114', ''),
('cts', 'htree_num_levels', '3', ''),
('route', 'detailed_route_wire_length_per_cell', '31.3', 'µm'),
('die', 'chipWidth', '314', 'µm'),
('cts', 'post_cts_buffers', '0', ''),
('grt', 'grt_overflow_total', '0', ''),
('final_layout', 'registers.top_by_ff_count', 'ram', ''),
('placed_design', 'numPortBuffers', '112', ''),
('final_layout', 'final_layout_size_suffix_gt1_frac', '0.0853', ''),
('cts', 'clk_pin_slew_worst_paths', '0.06', 'ns'),
('route', 'remaining_drc_errors', '0', ''),
('final_timing', 'finalSetupTns', '0', 'ns'),
('route', 'diode_insertion_count_for_antenna_repair', '0', ''),
('logic_synthesis', 'postSynthRegisterBits', '1024', ''),
('final_timing', 'report.final.setup_viol', '0', ''),
('power_and_ir_drop', 'static-leakage-power', '20.2', 'nW'),
('final_layout', 'final_cell_mix', 'mux2i_1, edfxtp_1, nand3_1', ''),
('placed_design', 'globalplace.congestion', '0.887', ''),
('grt', 'vias_in_the_first_global_route', '32400', ''),
('critical_path', 'path_max_fanout', '50', ''),
('logic_synthesis', 'proportion_of_synthesized_chip_area_in_sequential_cells', '0.631', ''),
('critical_path', 'worst-endpoint-arrival', '5.52', 'ns'),
('final_layout', 'syn_to_final_growth', '12.3', '%'),
('cts', 'cts_buffers', '107', ''),
('die', 'floorplan.die_area', '98800', 'µm²'),
('critical_path', 'crit_path_start_kind', 'input port', ''),
('logic_synthesis', 'number_of_synthesis_warnings', '1', ''),
('die', 'fp-utilization', '0.504', ''),
('final_timing', 'slew_headroom', '0.341', ''),
('worst_hold_path', 'hold_path_class', 'in2reg', ''),
('power_and_ir_drop', 'power.ir.vdd_worst', '0.131', 'mV'),
('logic_synthesis', 'synth.distinct_cells', '24', '');
-- worst paths after layout --
| kind | start | to | slack, ns | depth (start not counted) |
|---|---|---|---|---|
| max | RF_ADR1[2] | RF_RS1[28] | 2.48 | 8 |
| min | RF_WD[2] | ram[11][2]$_DFFE_PP_ | 2.15 | 2 |
-- metal layers --
metal	global-route usage	wire, µm	part of all wire	vias up
met2	0.465	66500	0.44	2046
met3	0.246	26300	0.17	306
met5	0.0193	195	0.0013	-
li1	-	-	-	13600
met1	0.450	54000	0.36	15100
met4	0.0833	4980	0.033	4
-- layout make-up --
type / instances / area [µm²]
Fill cell: 7350 / 42000
Sequential cell: 1024 / 30700
Multi-Input combinational cell: 2140 / 16900
Clock buffer: 133 / 2860
Timing Repair Buffer: 221 / 2110
Tap cell: 1276 / 1600
Clock inverter: 59 / 527
-- metrics by stage --
stage,power [mW],area [µm²],worst slack (ns),util
after floorplan,5.40,48900,4.95,-
after global placement,5.78,51300,2.59,0.531
after detailed placement,5.78,51300,2.57,0.531
after CTS,9.62,54700,2.58,0.566
after global routing,9.85,54700,2.35,0.566
final,9.59,54700,2.48,0.566
-- power breakdown --
part           switching [mW]  internal [mW]
Combinational           0.562          0.334
Sequential             0.0252           4.79
Clock                    1.62           2.26
-- kinds of logic after synthesis --
| group | count (synthesis) | share of synthesized area |
|---|---|---|
| AND/OR/NAND/NOR | 508 | 0.0471 |
| other | 1 | 0.0000769 |
| flip-flops | 1024 | 0.631 |
| buffers and inverters | 253 | 0.0315 |
| multiplexers | 1024 | 0.210 |
| AND-OR/OR-AND | 576 | 0.0805 |
-- cells in the mapped netlist (all sizes together) --
| master | instances | area, µm² |
|---|---|---|
| a21oi | 192 | 961 |
| a22o | 128 | 1120 |
| a22oi | 192 | 1440 |
| a31oi | 64 | 400 |
| and2 | 2 | 12.5 |
| buf | 167 | 1200 |
| clkbuf | 86 | 338 |
| conb | 1 | 3.75 |
| edfxtp | 1024 | 30700 |
| mux2i | 1024 | 10200 |
| nand2 | 195 | 732 |
| nand2b | 4 | 25.0 |
| nand3 | 194 | 971 |
| nand3b | 5 | 37.5 |
| nor2 | 34 | 128 |
| nor2b | 4 | 25.0 |
| nor3 | 64 | 320 |
| or2 | 2 | 12.5 |
| or3 | 1 | 6.26 |
| or3b | 3 | 26.3 |
Power and IR drop assume default switching activity.
