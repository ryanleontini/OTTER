<file path="./constraint.sdc">
current_design CSR

set clk_period 7.7
set clk_io_pct 0.2

create_clock -name clk0 -period $clk_period [get_ports {CLK}]

set non_clock_inputs [all_inputs -no_clocks]
set_input_delay [expr $clk_period * $clk_io_pct] -clock clk0 $non_clock_inputs
set_output_delay [expr $clk_period * $clk_io_pct] -clock clk0 [all_outputs]
</file>
<file path="./run.sh">
#!/bin/bash
# OpenROAD 26Q1-2900-gdf79404cd8, Yosys 0.63+post, stock flow scripts
make -C /OpenROAD-flow-scripts/flow DESIGN_CONFIG=/design/flow/config.mk WORK_HOME=/design/flow/orfs finish
</file>
<file path="./config.mk">
export PLATFORM = sky130hd
export DESIGN_NAME = CSR
export DESIGN_NICKNAME = CSR
export VERILOG_FILES = /design/flow/design.v
export SDC_FILE = /design/flow/constraint.sdc
export NUM_CORES = 4
export LEC_CHECK = 1
export CORE_UTILIZATION = 50
</file>
<file path="./design.v">
`timescale 1ns / 1ps
module CSR(
    input RST,
    input CSR_MRET,
    input INT_TAKEN,
    input [11:0] ADDR,
    input WR_EN,
    input [31:0] PC,
    input [31:0] WD,
    input CLK,
    output logic CSR_MSTATUS,
    output logic [31:0] CSR_MEPC,
    output logic [31:0] CSR_MTVEC,
    output logic [31:0] RD
    );
    logic [31:0] csr_ram [0:2];    
    initial begin
        int i;
        for (i = 0; i < 3; i = i + 1) begin
            csr_ram[i] = 0;
        end
    end
    always_comb begin
        case(ADDR)
            12'h305:
                RD = csr_ram[0];
            12'h300:
                RD = csr_ram[1];
            12'h341:
                RD = csr_ram[2];
            default:
                RD = 31'hBAD;
        endcase
        CSR_MTVEC = csr_ram[0];
        CSR_MSTATUS = csr_ram[1][3];
        CSR_MEPC = csr_ram[2];
    end
    always_ff @ (posedge CLK) begin
        if (RST == 1'b1) begin
            int i;
            for (i = 0; i < 3; i = i + 1) begin
                csr_ram[i] <= 0;
            end
        end
        if (WR_EN == 1'b1) begin
            if (ADDR == 12'h305) begin
                csr_ram[0] <= WD;
            end
            if (ADDR == 12'h300) begin
                csr_ram[1] <= WD;
            end
            if (ADDR == 12'h341) begin
                csr_ram[2] <= WD;
            end
        end
        if (INT_TAKEN == 1'b1) begin
            csr_ram[2] <= PC;
            csr_ram[1][7] <= csr_ram[1][3];
            csr_ram[1][3] <= 1'b0;
        end
        if (CSR_MRET == 1'b1) begin
            csr_ram[1][3] <= csr_ram[1][7];
            csr_ram[1][7] <= 1'b0;
        end
    end
endmodule
</file>
==> reports/results.tsv <==
stage	metric	value	unit
finish	regMostFlops	csr_ram	
global_routing	grt_max_degree	96	
run	warnings	26	
worst_setup_path	cpMostUsedCell	clkdlybuf4s50_1	
cts	path_clk_slew	100	ps
logic_synthesis	synth_top_area_share	42.3	%
finish	largest_register_ffs	96	
cts	postCtsResizedCells	0	
detailed_routing	drc_errors	0	
detailed_routing	drt_iter0_markers	322	
worst_setup_path	cp-end-kind	output pin	
worst_setup_path	crit_family	simple AND/OR/NAND/NOR gates	
cts	clkLatencyLatePin	350	ps
placement	hpwl	8.77	mm
logic_synthesis	synth_seq_share	42.3	%
sta	fin_setup_tns	0	ps
detailed_routing	final_antenna_net_count	0	
worst_hold_path	hp-class	reg -> reg	
finish	largest_registers	csr_ram (96)	
logic_synthesis	avgSynthCellArea	8.18	µm²
sta	rsz0062_at_grt	false	
sta	setup_viol	0	
worst_setup_path	crit_required	6160	ps
detailed_routing	vias	4544	
sta	tightestPinTransition	830	ps
pwr	total_leakage_power	0.00269	µW
logic_synthesis	top_cells_by_area	dfxtp_1 42%, nand2b_1 8.5%, nand2_1 8.3%, o21ai_0 7.3%, mux2i_1 7.0%	
global_routing	track_usage	28.5	%
die	dieWidth	97.3	µm
worst_setup_path	path_class	in -> out	
sta	min_period	5940	ps
worst_setup_path	worst-path-max-fanout	15	
global_routing	antenna_found_initial	0	
die	rows	34	
sta	fmaxAchievable	168	MHz
cts	cts_max_level	3	
finish	fill_cells	643	
detailed_routing	n_antenna_cell	0	
pwr	power_density	144	mW/mm²
placement	routabilityCongestion	0.840	
detailed_routing	wl_met1	5.92	mm
worst_setup_path	arrival	4400	ps
sta	finClkSkew	1.15	ps
pwr	finalPower	942	µW
logic_synthesis	flop_cell	dfxtp_1	
run	cap_violations	0	
global_routing	grt.overflow.total	0	
outcome	status	finished, final reports clean	
cts	cts.sinks	96	
die	die_area	0.00948	mm²
worst_setup_path	critPathSlowestCell	or4_1	
logic_synthesis	async_flop_share	0	%
logic_synthesis	yosysWarnings	2	
finish	syn2layout_area_growth	44.5	%
detailed_routing	met3_length	972	µm
detailed_routing	wl_per_cell	15.8	µm
worst_setup_path	critPathLaunchType	primary input	
detailed_routing	dr.pass1.iters	7	
global_routing	grt_pass1_vias	4323	
sta	finalCritPeriodShare	77.1	%
pwr	ir_worst_vdd	0.106	mV
cts	clockRootBuffer	clkbuf_8	
logic_synthesis	ys_ff	96	
worst_setup_path	crit_buf_inv	4	
cts	postCtsSetupRepairBufs	0	
die	initial_utilization	51.9	%
finish	layout-drive-gt1-share	5.42	%
worst_setup_path	max_stage_delay	760	ps
detailed_routing	top_layer_used	met4	
logic_synthesis	synth_top_cell_by_area	dfxtp_1	
cts	clock_path_buffers	2	
sta	maxSlewViolCount	0	
cts	cts_hold_buf	0	
die	io-pin-count	178	
detailed_routing	wl_met2	5.96	mm
worst_setup_path	path_cells	clkdlybuf4s50_1, or4_1, nor4b_4, buf_4, a222oi_1, inv_1, clkdlybuf4s50_1	
finish	utilization	74.9	%
detailed_routing	via_per_inst	5.49	
logic_synthesis	syn_area	0.00455	mm²
global_routing	grt_pass1_wl	21.6	mm
logic_synthesis	synth_cells	556	
placement	io_buffer_count	177	
logic_synthesis	yosysUniqueCellTypes	36	
cts	cts_buffers	9	
logic_synthesis	ys_chip_area	0.00455	mm²
sta	hold_violations	0	
logic_synthesis	edf_count	0	
detailed_routing	wl	13.0	mm
cts	cts_tree	yes	
sta	relSlewSlack	44.7	%
logic_synthesis	ys_cells	556	
die	die_h	97.3	µm
die	coreArea	0.00876	mm²
-- worst min-delay path, delay by kind of cell (launching register included) --
family / cells / cell delay (ps)
compound gates: 1 / 60
flops: 1 / 320
simple gates: 1 / 60
-- stage by stage --
stage | setup WS (ps) | cell area, µm² | cells | hold WS (ps)
after floorplan | 3060 | 4550 | 556 | 442
after global placement | 1860 | 6390 | 811 | 460
after detailed placement | 1800 | 6390 | 811 | 469
after CTS | 1790 | 6570 | 827 | 484
after global routing | 1600 | 6570 | 827 | 497
final | 1760 | 6570 | 827 | 482
-- logic make-up after synthesis --
logic type	count (synthesis)	synth area share, %
simple gates	224	25.6
compound gates	137	18.7
flops	96	42.3
buf+inv	67	6.33
mux	32	7.05
-- path summary, 6_finish.rpt --
kind	endpoint	cells after the start	startpoint	slack (ps)
max	RD[31]	7	ADDR[11]	1760
min	csr_ram[1][17]	2	csr_ram[1][17]	480
max reg2reg	csr_ram[2][1]	3	csr_ram[2][1]	6830
min reg2reg	csr_ram[1][17]	2	csr_ram[1][17]	480
-- cell usage after synthesis (2+ instances only) --
| master | n |
|---|---|
| nor2_1 | 9 |
| o21ai_1 | 34 |
| inv_1 | 24 |
| mux2i_1 | 32 |
| o22ai_1 | 2 |
| buf_2 | 8 |
| nor3_2 | 2 |
| nand3b_1 | 2 |
| nor4_1 | 2 |
| nor2b_1 | 32 |
| nand2b_1 | 62 |
| buf_6 | 3 |
| clkbuf_1 | 31 |
| o21ai_0 | 66 |
| dfxtp_1 | 96 |
| nand2_1 | 101 |
| a221o_1 | 7 |
| a222oi_1 | 24 |
| and3_1 | 2 |
-- power by group --
part           total, µW  leakage (µW)  internal [µW]  switching [µW]
Combinational        116       0.00182           75.9            39.9
Clock                308     0.0000814            122             186
Sequential           518      0.000783            509            9.34
Total                942       0.00269            707             235
-- final cells by class --
| class | count | area, µm² | area share, % |
|---|---|---|---|
| Clock buffer | 10 | 128 | 1.94 |
| Clock inverter | 6 | 51.3 | 0.781 |
| Inverter | 24 | 90.1 | 1.37 |
| Multi-Input combinational cell | 393 | 2380 | 36.3 |
| Sequential cell | 96 | 1920 | 29.3 |
| Tap cell | 108 | 135 | 2.06 |
| Timing Repair Buffer | 190 | 1860 | 28.3 |
-- cell usage in the layout, fill, tap and decap left out, types with 2 or more instances in the layout --
cell type / instances
nor2_1: 9
nor4_2: 2
a222oi_1: 24
nor2b_1: 32
clkdlybuf4s50_1: 175
buf_2: 2
o22ai_1: 2
nor3_2: 2
clkbuf_8: 9
mux2i_1: 32
and3_1: 2
a221o_1: 7
clkinvlp_4: 3
nand2_1: 101
nand3b_1: 2
o21ai_0: 66
buf_4: 13
o21ai_1: 34
dfxtp_1: 96
nand2b_1: 62
inv_6: 2
inv_1: 24
-- routing by layer --
| metal | GRT usage [%] | up-vias |
|---|---|---|
| met1 | 45.1 | 2114 |
| met5 | 0 | - |
| met2 | 43.9 | 189 |
| li1 | - | 2226 |
| met4 | 4.07 | 0 |
| met3 | 4.61 | 15 |
Power figures rest on the tool's default switching activity, not on a simulated workload.
